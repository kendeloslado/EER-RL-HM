## ./run.sh

```bash
#!/bin/bash
# OpenROAD 26Q1-2900-gdf79404cd8, Yosys 0.63+post, stock flow scripts
make -C /OpenROAD-flow-scripts/flow DESIGN_CONFIG=/design/flow/config.mk WORK_HOME=/design/flow/orfs finish
```

## ./config.mk

```make
export PLATFORM = sky130hd
export DESIGN_NAME = memorybankCH
export DESIGN_NICKNAME = memorybankCH
export VERILOG_FILES = /design/flow/design.v
export SDC_FILE = /design/flow/constraint.sdc
export NUM_CORES = 4
export LEC_CHECK = 1
export CORE_UTILIZATION = 40
```

## ./constraint.sdc

```tcl
current_design memorybankCH

set clk_period 17.6
set clk_io_pct 0.2

create_clock -name clk0 -period $clk_period [get_ports {clk}]

set non_clock_inputs [all_inputs -no_clocks]
set_input_delay [expr $clk_period * $clk_io_pct] -clock clk0 $non_clock_inputs
set_output_delay [expr $clk_period * $clk_io_pct] -clock clk0 [all_outputs]
```

## ./design.v

```verilog
`timescale 1ns / 1ps
module memorybankCH(
    clk, wr_en, index, data_in, data_out
);
    input                           clk, wr_en;
    input   [16-1:0]       index;
    input   [16-1:0]       data_in;
    output  [16-1:0]       data_out;
    reg [8-1:0] memory [0:32-1];
    integer i;
    initial begin
        for(i=0;i<32;i=i+1) begin
            memory[i] = 0;
        end
    end
    reg [16-1:0] data_out_buf;
    always@(*)
        data_out_buf <= {memory[index], memory[index+1]};
    assign data_out = data_out_buf;
    always@(posedge clk) begin
        if(wr_en) begin
            memory[index] <= data_in[15:8];
            memory[index+1] <= data_in[7:0];
        end
    end
endmodule
```

==> results.txt <==
Synthesis and PnR results.

- The library cell used most frequently in the layout, excluding fill and tap cells, is sky130_fd_sc_hd__edfxtp_1.
- The worst supply voltage drop on vdd reads 0.00007002 V.
- No sink is reached through more buffers than the 3 on the longest clock path.
- The share of total power dissipated in the clock network is 0.376.
- The flow ran to the end, and the final reports show no timing, DRC or antenna violations.
- The horizontal die dimension reported for this design is 199.7 um.
- Across every metal layer, demand over resource in global routing totals 0.2607.
- The number of flip-flops in the largest register is 256.
- The number of synthesized flops with an enable pin is 256.
- The most common flop cell mapped by yosys is sky130_fd_sc_hd__edfxtp_1.
- The vertical die dimension reads 199.7 um.
- The number of design rule violations left after detail routing reads 0.
- The internal power summed over all cells is 0.001104 W.
- Looking at the critical path, the single cell with the biggest stage delay is sky130_fd_sc_hd__a2111oi_0.
- The achievable frequency is 0.08598 GHz.
- For this configuration, the core starts out at a cell density of 0.4047.
- The worst endpoint data arrival time is 8.11 ns.
- The register share after synthesis reads 0.4915.
- The class of the worst hold path reads input port to flip-flop.
- The number of levels in the clock H-tree is 1.
- The total placed cells including tap cells reads 1,482.
- The cell seen most often among critical-path stages is sky130_fd_sc_hd__buf_4.
- The number of buffers inserted to repair setup after CTS reads 0.
- The tally of buffers added on design ports reads 38.
- The count of vias placed by the detailed router reads 9,630.
- The post-synthesis instance area reads 15,640 um^2.
- For this run, the detailed router reports a per-instance via density of 6.282.
- The register containing the most flip-flops in the final layout is memory.
- In the setup report, the worst path falls into the class input port to output port.
- Of the total power, the share spent switching nets is 0.2505.
- For this run, the share of the core covered by cells in the final layout is 0.4530.
- The global-route wire length before repair reads 68,010 um.
- The endpoint type of the worst setup path is an output port.
- The total overflow left after global routing is 0.
- The number of standard cells in the layout, taps in and fillers out reads 1,533.
- The detailed route wirelength on metal2 reads 22,040 um.
- The post-CTS resize count is 0.
- The power density over cell area reads 84.10 nW/um^2.
- The total cell area reported by yosys after synthesis reads 15,640 um^2.
- The flip-flop and latch count after synthesis reads 256.
- The number of clock buffers added by TritonCTS is 29.
- The leakage component of the power was reported as 5.419 nW.
- The total number of clock tree sinks is 256.
- The yosys cell count is 970.
- The number of global-route vias before repair reads 10,050.
- The total routed wirelength is 46,800 um.
- In the final report, the number of hold violations comes to 0.
- The final critical path time including I/O delays and setup reads 11.63 ns.
- The critical-path maximum fanout reads 54.
- The combinational share of power reads 0.152.
- The final HPWL from detailed placement reads 29,970 um.
- The cell area after placement is 16,660 um^2.
- The share of cells above drive strength 1 is 0.5084.
- The final setup violation count is 0.
- The number of warnings issued by yosys reads 1.
- The tally of OpenROAD warnings is 40.
- The layout stage reports a final design area of 17,510 um^2.
- The cell sequence reported for the critical path is buf_6, inv_1, ha_4, buf_4, buf_4, mux4_2, a21boi_0, a2111oi_0, nand3_1, clkdlybuf4s50_1.
- The total area inside the core boundary comes to 38,650 um^2.
- The detailed-routing iteration count for the pre-antenna-repair pass reads 5.
- For this run, the slowest stage of the critical path takes 0.68 ns.
- The number of cells produced by synthesis is 970.
- In this run the clock root is driven by a sky130_fd_sc_hd__clkbuf_16.
- The biggest area consumer among synthesized cells reads sky130_fd_sc_hd__edfxtp_1.
- The transition time at the pin with the least slew margin reads 1.019 ns.
- The violation count after the first detailed-route iteration is 625.
- The wire length per cell after detailed routing is 30.53 um.
- The initial antenna violation count reads 4.
- The final clock period utilization by the worst path reads 0.6608.
- The critical path launch point type is an input port.
- The clock transition at the registers of the reported paths is 0.06 ns.
- TritonCTS built the clock tree.
- The net switching power figure reads 0.0003689 W.
- The area growth from synthesis to final layout reads 11.94%.
- The total of max-cap violations is 0.
- The length of routed met3 wiring is 4852 um.
- The detailed-routing wirelength on met1 reads 18,790 um.
- The post-CTS hold buffer count recorded in the log is 0.
- The placer congestion estimate is 0.9596.
- The final max-slew violation count recorded for this run is 0.
- The highest layer used for signal routing is met5.
- The tally of nets with antenna violations remaining after routing reads 0.
- Setup repair after global routing left no endpoint under its margin.
- The synthesized netlist contains 52 unique library cells.
- Data on the critical path is required at its endpoint by 14.08 ns.
- A synthesized cell averages 16.12 um^2.
- According to the I/O placement log, the pin count is 50.
- The number of rows in the core area is 72.
- The relative slew slack reads 0.3194.
- The main area contributors are sky130_fd_sc_hd__edfxtp_1 49%, sky130_fd_sc_hd__mux2_2 18%, sky130_fd_sc_hd__mux4_2 18%.
- The post-synthesis async set-or-reset flop share reads 0.
- The area fraction of the largest cell type after synthesis is 0.4915.
- The floorplan step defined a die boundary enclosing 39,890 um^2.
- Leaving out fill and tap cells, the most frequent cells in the layout are 256 x sky130_fd_sc_hd__edfxtp_1, 251 x sky130_fd_sc_hd__mux2_2, 124 x sky130_fd_sc_hd__mux4_2.
- The largest net degree at the start of global routing is 55.
- In the final layout, the registers with the most flip-flops are memory x256.
- Of the total power, registers draw 0.472.
- After routing, the total negative slack on setup checks comes to 0 ns.
## cells by family after synthesis
logic type               Yosys count  synth area share
adder cells (fa/ha/maj)            5          0.004000
multiplexers                     391            0.3765
AND-OR/OR-AND                    104           0.05280
buffers and inverters            107           0.03056
XOR/XNOR                           3          0.001680
flip-flops                       256            0.4915
AND/OR/NAND/NOR                  104           0.04296
## metrics by stage
step           hold WS [ns]  setup WS, ns  power (W)
6_report              4.086         5.969   0.001472
4_1_cts               4.055         5.879   0.001483
3_3_place_gp          4.623         5.938  0.0009276
5_1_grt               4.097         5.601   0.001519
3_5_place_dp          4.638         5.895  0.0009290
2_1_floorplan         3.741         7.752  0.0008459
## cells in the mapped netlist (2+ instances only)
cell type	instances
sky130_fd_sc_hd__buf_1	6
sky130_fd_sc_hd__inv_1	3
sky130_fd_sc_hd__and3_1	3
sky130_fd_sc_hd__o21ai_0	4
sky130_fd_sc_hd__mux4_1	6
sky130_fd_sc_hd__o32ai_1	4
sky130_fd_sc_hd__nor3_1	2
sky130_fd_sc_hd__buf_4	4
sky130_fd_sc_hd__nor3b_1	2
sky130_fd_sc_hd__a31o_2	4
sky130_fd_sc_hd__a32oi_1	8
sky130_fd_sc_hd__o21ai_1	4
sky130_fd_sc_hd__ha_1	5
sky130_fd_sc_hd__mux2i_1	4
sky130_fd_sc_hd__nor2_4	12
sky130_fd_sc_hd__o21bai_1	4
sky130_fd_sc_hd__nand4_1	8
sky130_fd_sc_hd__nor2b_1	20
sky130_fd_sc_hd__a21bo_2	2
sky130_fd_sc_hd__a22oi_1	38
sky130_fd_sc_hd__xnor2_1	2
sky130_fd_sc_hd__nor2_2	13
sky130_fd_sc_hd__a2111oi_0	7
sky130_fd_sc_hd__buf_6	2
sky130_fd_sc_hd__a2bb2oi_4	2
sky130_fd_sc_hd__nor2_1	4
sky130_fd_sc_hd__nand3_1	12
sky130_fd_sc_hd__mux2_1	5
sky130_fd_sc_hd__nand3_2	3
sky130_fd_sc_hd__clkbuf_1	63
sky130_fd_sc_hd__and2_1	2
sky130_fd_sc_hd__buf_2	28
sky130_fd_sc_hd__mux4_2	124
sky130_fd_sc_hd__o22ai_1	16
sky130_fd_sc_hd__a21boi_0	7
sky130_fd_sc_hd__edfxtp_1	256
sky130_fd_sc_hd__mux2_2	251
sky130_fd_sc_hd__nand2_1	16
## power groups by stage
stage | Sequential, W | Combinational (W) | Clock (W)
4_1_cts | 0.000695 | 0.000223 | 0.000565
5_1_grt | 0.000696 | 0.000236 | 0.000587
6_report | 0.000695 | 0.000223 | 0.000554
## path summary, 6_finish.rpt
path	to	startpoint	depth (start not counted)
max	data_out[3]	index[0]	10
min	memory[16][0]	data_in[8]	3
## per-layer routing
metal,up-vias,global-route usage
li1,4103,-
met1,5034,0.3903
met2,431,0.3879
met3,60,0.1051
met4,2,0.05174
met5,-,0
## area by class of cell
type	count	area (um^2)
clock buffers	33	740.7
inverters	3	11.26
flip-flops and latches	256	7687
repair buffers	98	829.5
diodes	2	5.005
multi-input cells	607	7487
fillers	3360	21140
well taps	518	648.1
clock inverters	16	98.84
## worst max-delay path: cells and delay by family
| family | cells | cell delay (ns) |
|---|---|---|
| and+or+nand+nor | 1 | 0.28 |
| muxes | 1 | 0.61 |
| AOI/OAI and AO/OA | 2 | 0.83 |
| adders and majority gates | 1 | 0.59 |
| buffers and inverters | 5 | 2.20 |
Power and IR drop assume default switching activity.

==> ./design.v <==
module registerFile #(
    parameter ADDR_WIDTH = 5,
    parameter DATA_WIDTH = 16,
    parameter REG_COUNT = 32
)(
    input logic                         clk,
    input logic                         nrst,
    input logic                         wr_en,
    input logic     [ADDR_WIDTH-1:0]    wr_addr,
    input logic     [DATA_WIDTH-1:0]    wr_data,
    input logic     [ADDR_WIDTH-1:0]    rd_addrA,
    input logic     [ADDR_WIDTH-1:0]    rd_addrB,
    output logic    [DATA_WIDTH-1:0]    rd_dataA,
    output logic    [DATA_WIDTH-1:0]    rd_dataB
);
logic [REG_COUNT-1:0][DATA_WIDTH-1:0]   register_file;
always_ff@(negedge clk) begin
    if(!nrst) begin
        register_file[0] <= 0;
        register_file[1] <= 0;
        register_file[2] <= 0;
        register_file[3] <= 0;
        register_file[4] <= 0;
        register_file[5] <= 0;
        register_file[6] <= 0;
        register_file[7] <= 0;
        register_file[8] <= 0;
        register_file[9] <= 0;
        register_file[10] <= 0;
        register_file[11] <= 0;
        register_file[12] <= 0;
        register_file[13] <= 0;
        register_file[14] <= 0;
        register_file[15] <= 0;
        register_file[16] <= 0;
        register_file[17] <= 0;
        register_file[18] <= 0;
        register_file[19] <= 0;
        register_file[20] <= 0;
        register_file[21] <= 0;
        register_file[22] <= 0;
        register_file[23] <= 0;
        register_file[24] <= 0;
        register_file[25] <= 0;
        register_file[26] <= 0;
        register_file[27] <= 0;
        register_file[28] <= 0;
        register_file[29] <= 0;
        register_file[30] <= 0;
        register_file[31] <= 0;
    end
    else begin
        if(wr_en) begin
            register_file[wr_addr] <= wr_data;
        end
        else begin
            register_file[wr_addr] <= register_file[wr_addr];
        end
    end
end
assign rd_dataA = register_file[rd_addrA];
assign rd_dataB = register_file[rd_addrB];
endmodule
==> ./run.sh <==
#!/bin/bash
# OpenROAD 26Q1-2900-gdf79404cd8, Yosys 0.63+post, stock flow scripts
make -C /OpenROAD-flow-scripts/flow DESIGN_CONFIG=/design/flow/config.mk WORK_HOME=/design/flow/orfs finish
==> ./config.mk <==
export PLATFORM = sky130hd
export DESIGN_NAME = registerFile
export DESIGN_NICKNAME = registerFile
export VERILOG_FILES = /design/flow/design.v
export SDC_FILE = /design/flow/constraint.sdc
export NUM_CORES = 4
export LEC_CHECK = 1
export CORE_UTILIZATION = 30
==> ./constraint.sdc <==
current_design registerFile

set clk_period 9.2
set clk_io_pct 0.2

create_clock -name clk0 -period $clk_period [get_ports {clk}]

set non_clock_inputs [all_inputs -no_clocks]
set_input_delay [expr $clk_period * $clk_io_pct] -clock clk0 $non_clock_inputs
set_output_delay [expr $clk_period * $clk_io_pct] -clock clk0 [all_outputs]
==> results.ini <==
[cts]
postCtsHoldBufs = 0
htree_num_levels = 2
worstSkewPairLatency_ns = 0.67
clock_tree.root_cell = sky130_fd_sc_hd__clkbuf_16
tritoncts.num_buffers = 58
clockBufferDepth = 3
tritoncts_num_sinks = 512
clk_pin_slew_worst_paths_ns = 0.04
cts_tree = yes

[logic_synthesis]
ys_cells = 2162
synth_cell_types = 43
postSynth.asyncResetShare_pct = 0
synth.ff_latch_count = 512
ys_chip_area_mm2 = 0.0288
syn_inst = 2162
synth_sequential_area_ratio_pct = 35.6
post_synth.cell_area_avg_um2 = 13.3
yosys_warnings = 1
synth_top_area_share_pct = 35.6
synthFlopType = sky130_fd_sc_hd__dfxtp_1
yosysTopAreaCell = sky130_fd_sc_hd__dfxtp_1
post_synth_main_area_contributors = sky130_fd_sc_hd__dfxtp_1 (36%), sky130_fd_sc_hd__mux4_2 (31%), sky130_fd_sc_hd__a22o_1 (15%), sky130_fd_sc_hd__mux2i_1 (3.9%), sky130_fd_sc_hd__buf_2 (2.1%)
enable_flop_cells = 0
netlist_area_mm2 = 0.0288

[cells_and_area]
layout.cell_area.non_filler_mm2 = 0.0359
area.growth.synth_to_final_pct = 24.8
regMostFlops = register_file
largest_register_ff_count = 512
final_layout_top_logic_cell = sky130_fd_sc_hd__inv_1
final_cell_mix = sky130_fd_sc_hd__inv_1 (527), sky130_fd_sc_hd__a22o_1 (496), sky130_fd_sc_hd__dfxtp_1 (470)
reg.largest.list = register_file x512
utilization_pct = 37.8
drive_above_1_share_pct = 30.9

[place]
routabilityCongestion = 0.951
dpl.hpwl_um = 68100
post_dp_cell_area_mm2 = 0.0318
placement.setup.worst_slack_ns = 0.0412
io_buffer_count = 65

[worst_setup_path]
crit-reg2reg-capture = register_file[322]
worst_setup_end_kind = output port
startpoint_type = flop
timing.setup.critical_path_class = reg2out
crit_required_ns = 7.36
worst-r2r-cell-count = 6
critical_path.startpoint = register_file[216]
worstSetupEndpoint = rd_dataB[8]
r2r_start = register_file[450]
crit_path_dat_ns = 7.36
worst-r2r-setup-slack_ns = 6.90
crit_fanout = 4

[timing]
finalMaxSlewViolations = 0
hold_slack_ns = 0.481
tightestPinTransition_ns = 0.882
setup_violations = 0
setup_slack_ns = 0.00476
slew_headroom_pct = 40.8
final.setup_skew_ns = 0.0337
final-hold-violation-count = 0
rsz0062_at_grt = yes

[run_status]
status = finished clean

[die]
num_rows = 113
pin_count = 66
floorplan.core_area_mm2 = 0.0950
die_width_um = 312
floorplanUtilization_pct = 30.3
chipArea_mm2 = 0.0971
die_h_um = 312

[drt]
viasPerCell = 6.11
antenna_left = 0
drt_first_iter_violations = 2185
post_drt_wl_per_cell_um = 28.9
n_antenna_cell = 0
route.final.wire_length_um = 116000
number_of_search_and_repair_iterations_in_the_first_detailed_routing_pass = 5
route.detailed.drc = 0
vias = 24500

[power_and_ir_drop]
power-per-cell-area_mw_per_mm2 = 181
power.static_leakage_nw = 15.4
worst_vdd_rail_ir_drop_uv = 133

[global_routing]
gr-usage-all-layers_pct = 24.8
antenna_violations_before_repair = 1
use_met1_pct = 28.8
grt_pass1_vias = 26400
top_usage_layer = met2
grt_start_max_net_pins = 66
grt_overflow = 0
grt_pass1_wl_um = 169000
global_route.usage.met3_pct = 20.9
met2_usage_in_global_routing_pct = 31.7

[worst_hold_path]
holdPathStages = 1
hold_path_class = reg2reg

[flow_run]
stage_log_warnings = 538
drv.max_cap_violation_count = 0

[Yosys cell counts, types with 22 or more instances]
cell type	count
sky130_fd_sc_hd__nor2b_1	22
sky130_fd_sc_hd__nand2_1	50
sky130_fd_sc_hd__a31oi_1	39
sky130_fd_sc_hd__dfxtp_1	512
sky130_fd_sc_hd__mux4_2	400
sky130_fd_sc_hd__clkbuf_1	96
sky130_fd_sc_hd__mux2_2	48
sky130_fd_sc_hd__nand3_1	22
sky130_fd_sc_hd__buf_1	23
sky130_fd_sc_hd__mux2i_1	113
sky130_fd_sc_hd__a22o_1	496
sky130_fd_sc_hd__nor2_1	30
sky130_fd_sc_hd__buf_2	119
[metal layers]
layer | part of all wire [%] | up-vias
met4 | 4.9 | 11
li1 | - | 10200
met1 | 35 | 12000
met2 | 41 | 1989
met3 | 19 | 348
met5 | 0.21 | -
[stage by stage]
stage	total power [mW]	TNS, ns	instances
after floorplan	3.09	0	2162
after global placement	3.40	0	3399
after detailed placement	3.40	0	3399
after CTS	6.54	0	4017
after global routing	6.87	-0.0863	4018
final	6.48	0	4018
[report_power, final]
| group | switching [mW] | internal, mW | total [mW] |
|---|---|---|---|
| registers | 0.0307 | 2.27 | 2.30 |
| clock network | 1.62 | 1.80 | 3.42 |
| logic | 0.486 | 0.280 | 0.767 |
[worst min path at each step]
stage / slack, ns / startpoint / to
4_1_cts: 0.48 / register_file[139] / register_file[139]
5_1_grt: 0.50 / register_file[195] / register_file[195]
6_report: 0.48 / register_file[247] / register_file[247]
[critical path, stage by stage (launching register included)]
cell	delay (ns)
sky130_fd_sc_hd__dfxtp_1	0.33
sky130_fd_sc_hd__mux4_2	0.47
sky130_fd_sc_hd__mux4_2	0.54
sky130_fd_sc_hd__mux2_4	0.32
sky130_fd_sc_hd__clkdlybuf4s50_1	0.43
[final cells by class]
class | count | area [um2]
clock buffer | 59 | 1480
fill | 8767 | 59100
sequential | 512 | 10300
multi-input combinational | 1383 | 17500
tap | 1265 | 1580
clock inverter | 559 | 2460
timing repair buffer | 235 | 2490
inverter | 5 | 18.8
[timing repair]
| item | in CTS | in global routing |
|---|---|---|
| pin swaps | 0 | 0 |
| hold endpoints to repair | 0 | 0 |
| setup endpoints to repair | 22 | 17 |
| setup buffers | 1 | 1 |
| gates resized | 50 | 40 |
[cells by family after synthesis]
| kind of cell | Yosys count | synth area share, % |
|---|---|---|
| compound gates | 639 | 19.3 |
| xor+xnor | 2 | 0.0609 |
| fa+ha+maj | 2 | 0.0870 |
| buf+inv | 267 | 4.51 |
| flops | 512 | 35.6 |
| mux | 561 | 37.1 |
| simple gates | 179 | 3.30 |
Power figures rest on the tool's default switching activity, not on a simulated workload.

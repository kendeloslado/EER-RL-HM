`flow/design.v`:
```
`timescale 1ns / 1ps
module myNodeInfo(
    input                   clk,
    input                   nrst,
    input                   en_MNI,
    input   [2:0]           fPktType,
    input   [15:0]          energy,      
    input   [15:0]          destinationID,
    input   [15:0]          hops,
    input   [15:0]          timeslot,
    input   [15:0]          e_threshold, 
    output  [15:0]          myNodeID,
    output  [15:0]          myTimeslot,
    output  [15:0]          hopsFromSink,
    output  [15:0]          myQValue,
    output                  role,
    output                  low_E
);
    localparam MY_NODE_ID_CONST = 16'h000C;  
    reg     [15:0]          hopsFromSink_buf;
    reg     [15:0]          myQValue_buf;
    reg     [15:0]          e_threshold_buf;
    reg     [15:0]          e_min_buf;
    reg     [15:0]          e_max_buf;
    reg     [15:0]          timeslot_buf;  
    reg                     HBLock_buf;
    reg                     role_buf;
    reg                     low_E_buf;
    reg     [15:0]          Q_value_compute_out;
    always@(posedge clk) begin
        if(!nrst) begin
            hopsFromSink_buf <= 0;
        end
        else begin
            if(en_MNI && !HBLock_buf) begin
                case(fPktType)
                    3'b000: begin
                        hopsFromSink_buf <= hops;
                    end
                    default: begin
                        hopsFromSink_buf <= hopsFromSink_buf;
                    end
                endcase
            end
            else begin
                hopsFromSink_buf <= hopsFromSink_buf;
            end
        end
    end
    always@(posedge clk) begin
        if(!nrst) begin
            myQValue_buf <= 0;
        end
        else begin
            myQValue_buf <= Q_value_compute_out;
        end
    end
    always@(posedge clk) begin
        if(!nrst) begin
            e_threshold_buf <= 0;
        end
        else begin
            if(en_MNI && !HBLock_buf) begin
                case(fPktType)
                    3'b000: begin
                        e_threshold_buf <= e_threshold;
                    end
                    default: begin
                        e_threshold_buf <= e_threshold_buf;
                    end
                endcase
            end
            else begin
                e_threshold_buf <= e_threshold_buf;
            end
        end
    end
    always@(posedge clk) begin
        if(!nrst) begin
            timeslot_buf <= 0;
        end
        else begin
            if(en_MNI && fPktType == 3'b100 && !role && destinationID == myNodeID) begin
                timeslot_buf <= timeslot;
            end
            else begin
                timeslot_buf <= timeslot_buf;
            end
        end
    end
    always@(posedge clk) begin
        if(!nrst) begin
            HBLock_buf <= 0;
        end
        else begin
            case(fPktType)
                3'b000: begin    
                    if( en_MNI)
                        HBLock_buf <= 1;
                    else
                        HBLock_buf <= HBLock_buf;
                end
                3'b101: begin    
                    HBLock_buf <= 0;
                end
                default: HBLock_buf <= HBLock_buf;
            endcase
        end
    end
    always@(posedge clk) begin
        if(!nrst) begin
            role_buf <= 0;
        end
        else begin
            if(en_MNI) begin
                case(fPktType)
                    3'b001: begin    
                        if(myNodeID == destinationID) begin
                            role_buf <= 1;
                        end
                        else begin
                            role_buf <= role_buf;
                        end
                    end
                     3'b000: begin    
                        if(!HBLock_buf) begin
                            role_buf <= 0;
                        end
                        else begin
                            role_buf <= role_buf;
                        end
                    end
                    default: role_buf <= role_buf;
                endcase
            end
            else begin
                role_buf <= role_buf;
            end
        end
    end
    always@(posedge clk) begin
        if(!nrst) begin
            low_E_buf <= 0;
        end
        else begin
            if(energy < e_threshold) begin
                low_E_buf <= 1;
            end
            else begin
                low_E_buf <= 0;
            end
        end
    end
assign myNodeID = MY_NODE_ID_CONST;
assign hopsFromSink = hopsFromSink_buf;
assign myQValue = myQValue_buf;
assign role = role_buf;
assign low_E = low_E_buf;
assign myTimeslot = timeslot_buf;
endmodule
```
`flow/config.mk`:
```
export PLATFORM = sky130hd
export DESIGN_NAME = myNodeInfo
export DESIGN_NICKNAME = myNodeInfo
export VERILOG_FILES = /design/flow/design.v
export SDC_FILE = /design/flow/constraint.sdc
export NUM_CORES = 4
export LEC_CHECK = 1
export CORE_AREA = 10 10 105 105
export DIE_AREA = 0 0 115 115
```
`flow/run.sh`:
```
#!/bin/bash
# OpenROAD 26Q1-2900-gdf79404cd8, Yosys 0.63+post, stock flow scripts
make -C /OpenROAD-flow-scripts/flow DESIGN_CONFIG=/design/flow/config.mk WORK_HOME=/design/flow/orfs finish
```
`flow/constraint.sdc`:
```
current_design myNodeInfo

set clk_period 2.4
set clk_io_pct 0.2

create_clock -name clk0 -period $clk_period [get_ports {clk}]

set non_clock_inputs [all_inputs -no_clocks]
set_input_delay [expr $clk_period * $clk_io_pct] -clock clk0 $non_clock_inputs
set_output_delay [expr $clk_period * $clk_io_pct] -clock clk0 [all_outputs]
```
==> results.json <==
{
  "synth_cell_types": 30,
  "antenna_cells": 0,
  "grt_pass1_vias": 1978,
  "fin_skew_ns": 0.00830,
  "top_cells_by_area": "dfxtp_1, nand2_1, buf_4, ha_1, mux2i_1",
  "holdPathEnd": "hopsFromSink_buf[12]",
  "synth-seq-cells": 35,
  "pin_count": 152,
  "min_from": "hopsFromSink_buf[12]",
  "cts_num_sinks": 35,
  "first_pass_iters": 4,
  "cap_viol_max_count": 0,
  "die_h_um": 115,
  "n_fill_cell": 900,
  "largest_area_cell": "dfxtp_1",
  "synthTopCellsByCount": "nand2_1, dfxtp_1, buf_4, inv_1, mux2i_1",
  "synth_cells": 245,
  "grt_usage_pct": 8.61,
  "cts.hold.buffers_added": 0,
  "hold_viol": 0,
  "yosys_area_sq_um": 2050,
  "vias": 1884,
  "design.core.area_sq_um": 8760,
  "peakVddDrop_v": 0.000199,
  "wl_um": 6120,
  "finalNonFillerCells": 473,
  "via_per_inst": 3.98,
  "dpl_worst_slack_ns": 0.121,
  "drc": 0,
  "fp-utilization_pct": 23.4,
  "setup.worst_path.class": "input pin to register",
  "critPathRequiredTime_ns": 2.62,
  "hold_depth": 2,
  "ant_nets": 0,
  "endpoint_kind": "register",
  "antenna_found_initial": 0,
  "period_minus_slack_ns": 1.95,
  "regToRegSetupSlack_ns": 0.85,
  "postSynthSeqShare_pct": 34.2,
  "post_cts_buffers": 0,
  "grt_first_pass_wirelength_um": 9540,
  "edf_count": 0,
  "postSynthAreaPerCell_sq_um": 8.37,
  "path_clk_slew_ns": 0.08,
  "finalSetupTns_ns": 0,
  "cp-start-kind": "input pin",
  "r2r_start": "HBLock_buf",
  "powerDensity_nw_per_um2": 411,
  "maxSlewViolCount": 0,
  "ys_warn_count": 17,
  "setup_ws_ns": 0.447,
  "drtIter0Drc": 62,
  "post_cts_resized": 0,
  "status": "completed",
  "stdcell_area_sq_um": 3330,
  "fmax_ghz": 0.512,
  "ff2ff_path_depth": 4,
  "drive_gt1_share_pct": 4.38,
  "die_w_um": 115,
  "yosys_most_used_dff": "dfxtp_1",
  "routedWlPerCell_um": 12.9,
  "setup_viol": 0,
  "cts_root_buf": "clkbuf_8",
  "period_used_pct": 81.4,
  "die_area_sq_um": 13200,
  "yosysCellCount": 245,
  "netlist_area_sq_um": 2050,
  "power.leakage_uw": 0.00132,
  "port_buffers": 119,
  "clock_latency_ns": 0.28,
  "fp-row-count": 34,
  "clock_tree.buffer_depth": 2,
  "p_total_uw": 1370,
  "grt_overflow": 0,
  "top_cell_area_share_pct": 34.2,
  "gp_routability_congestion": 0.754,
  "r2r_end": "hopsFromSink_buf[0]",
  "area_growth_pct": 62.6,
  "cts_buffers": 5,
  "hold_path.class": "register to register",
  "htree_levels": 2,
  "post-synth-top-count-cell": "nand2_1",
  "place_area_sq_um": 3220,
  "tool_warnings": 25,
  "ys_async_sr_fraction_pct": 0,
  "place_inst": 465,
  "cts_tree": "built",
  "grt_max_degree": 31,
  "arrival_ns": 2.17,
  "rsz0062_at_grt": "false",
  "path_max_fanout": 9,
  "post-dp-hpwl_um": 5200
}
==> stage by stage <==
step / util [%] / hold slack (ns)
after floorplan: - / 0.420
after global placement: 36.7 / 0.439
after detailed placement: 36.7 / 0.447
after CTS: 38.0 / 0.458
after global routing: 38.0 / 0.478
final: 38.0 / 0.457
==> routing by layer <==
metal,GRT usage (%),up-vias,share of wire (%),wire length [um]
met4,0.660,0,0.56,34
li1,-,983,-,-
met1,10.3,817,41,2510
met5,0,-,0,0
met3,3.32,4,9.4,577
met2,14.9,80,49,2990
==> kinds of logic after synthesis <==
kind of cell	synth area share (%)
AOI/OAI and AO/OA	11.1
muxes	7.81
adders and majority gates	9.16
other	0.366
buffers and inverters	18.0
and+or+nand+nor	19.4
DFF	34.2
==> final cells by class <==
cell class	instances	area (sq um)	share of cell area, %
clock buffer	5	68.8	2.07
clock inverter	3	43.8	1.31
inverter	16	60.1	1.80
multi-input combinational	181	1090	32.8
sequential	35	701	21.0
tap	108	135	4.06
timing repair buffer	125	1230	37.0
==> report_power, final <==
group | switching, uW | leakage, uW | internal [uW]
clock | 222 | 0.0000581 | 309
combinational | 76.4 | 0.000980 | 170
sequential | 3.95 | 0.000283 | 588
==> layout by cell type (no fill, tap or decap), drive strengths merged <==
| cell type | n |
|---|---|
| clkinv | 2 |
| a21boi | 17 |
| or4 | 2 |
| nor2 | 2 |
| dfxtp | 35 |
| clkbuf | 5 |
| conb | 32 |
| nand4 | 1 |
| bufinv | 1 |
| a32oi | 1 |
| nand2b | 2 |
| nor4 | 3 |
| ha | 15 |
| nand2 | 66 |
| and4bb | 1 |
| a2111oi | 1 |
| and4 | 3 |
| buf | 7 |
| nor4b | 2 |
| o2111a | 1 |
| o21bai | 1 |
| o21ai | 5 |
| o31ai | 1 |
| inv | 16 |
| mux2i | 16 |
| clkdlybuf4s50 | 118 |
| nor2b | 3 |
| a21oi | 6 |
==> worst max-delay path by stage <==
stage	from	endpoint	cells after the start
after CTS	destinationID[1]	timeslot_buf[15]	6
after global routing	destinationID[1]	timeslot_buf[3]	6
final	destinationID[1]	timeslot_buf[15]	6
==> worst max-delay path, cell delays in order <==
cell and delay [ns]:
clkdlybuf4s50_1 0.40, nor4b_1 0.34, and4_1 0.27, and4bb_1 0.26, buf_4 0.23, mux2i_1 0.20
==> flip-flops by register name, indices dropped and copies added (netlist names) <==
signal	flops
low_E_buf	1
hopsFromSink_buf	16
timeslot_buf	16
role_buf	1
HBLock_buf	1
Power figures rest on the tool's default switching activity, not on a simulated workload.

===== /design/flow/run.sh =====
#!/bin/bash
# OpenROAD 26Q1-2900-gdf79404cd8, Yosys 0.63+post, stock flow scripts
make -C /OpenROAD-flow-scripts/flow DESIGN_CONFIG=/design/flow/config.mk WORK_HOME=/design/flow/orfs finish

===== /design/flow/config.mk =====
export PLATFORM = sky130hd
export DESIGN_NAME = QTableUpdatev3
export DESIGN_NICKNAME = QTableUpdatev3
export VERILOG_FILES = /design/flow/design.v
export SDC_FILE = /design/flow/constraint.sdc
export NUM_CORES = 4
export LEC_CHECK = 1
export CORE_AREA = 10 10 197 197
export DIE_AREA = 0 0 207 207

===== /design/flow/constraint.sdc =====
current_design QTableUpdatev3

set clk_period 5.3
set clk_io_pct 0.2

create_clock -name clk0 -period $clk_period [get_ports {clk}]

set non_clock_inputs [all_inputs -no_clocks]
set_input_delay [expr $clk_period * $clk_io_pct] -clock clk0 $non_clock_inputs
set_output_delay [expr $clk_period * $clk_io_pct] -clock clk0 [all_outputs]

===== /design/flow/design.v =====
`timescale 1ns / 1ps
module QTableUpdatev3(
    clk, nrst, en,
    fSourceID, fSourceHops, fClusterID, fEnergyLeft, fQValue,
    fKnownCH, fPacketType,
    mSourceID, mSourceHops, mClusterID, mEnergyLeft, mQValue,
    mNeighborCount, mKnownCH, mKnownCHCount,
    nodeID, nodeHops, nodeClusterID, nodeEnergy, nodeQValue,
    neighborCount, knownCH, knownCHCount, wr_en, done
);
    input                           clk, nrst, en;     
    input   [16-1:0]       fSourceID, fSourceHops, fClusterID, fEnergyLeft, fQValue;
    input   [16-1:0]       fKnownCH;  
    input   [2:0]                   fPacketType;
    input   [16-1:0]       mSourceID, mSourceHops, mClusterID, mEnergyLeft, mQValue;
    input   [16-1:0]       mNeighborCount;      
    input   [16-1:0]       mKnownCH;
   input   [16-1:0]       mKnownCHCount;
    output  [16-1:0]       nodeID, nodeHops, nodeClusterID, nodeEnergy, nodeQValue;
    output  [16-1:0]       neighborCount;
    output  [16-1:0]       knownCH;
    output  [16-1:0]       knownCHCount;
    output                          wr_en;
    output                          done;
    reg     [16-1:0]       nodeID_buf, nodeHops_buf, nodeClusterID_buf, nodeEnergy_buf, nodeQValue_buf;  
    reg     [16-1:0]       neighborCount_buf;           
    reg     [16-1:0]       n;       
    reg     [16-1:0]       k;       
    reg     [16-1:0]       knownCH_buf;
    reg     [16-1:0]       knownCHCount_buf;
    reg                             done_buf, wr_en_buf;
    reg                             found;   
    reg     [3:0]                   state;   
    parameter s_idle = 4'd0;         
    parameter s_checknCount = 4'd1;  
    parameter s_addnode = 4'd2;      
    parameter s_checknID = 4'd3;     
    parameter s_updatenID = 4'd4;    
    parameter s_checkKCH = 4'd5;     
    parameter s_addKCH = 4'd6;       
    parameter s_incrementK = 4'd7;   
    parameter s_update_done = 4'd8;  
    always@(posedge clk) begin     
        if(!nrst) begin
            state <= s_idle;
        end
        else begin
            case(state)
                s_idle: begin
                    if(en) begin
                        state <= s_checknCount;    
                    end
                    else begin
                        state <= s_idle;
                    end
                end
                s_checknCount: begin
                    if(n >= mNeighborCount) begin
                        state <= s_addnode;
                    end
                    else begin
                        state <= s_checknID;
                    end
                end
                s_addnode: begin
                    state <= s_checkKCH;
                end
                s_checknID: begin
                    if(fSourceID == mSourceID) begin
                        state <= s_updatenID;
                    end
                    else begin
                        state <= s_checknCount;
                    end
                end
                s_updatenID: begin
                    state <= s_checkKCH;
                end
                s_checkKCH: begin
                    if(k == knownCHCount) begin
                        state <= s_update_done;
                    end
                    else begin
                        state <= s_addKCH;
                    end
                end
                s_addKCH: begin
                    state <= s_incrementK;
                end
                s_incrementK: begin
                    state <= s_checkKCH;
                end
                s_update_done: begin
                    state <= s_idle;
                end
                default: state <= state;
            endcase
        end
    end
    always@(posedge clk) begin     
        if(!nrst) begin
            nodeID_buf <= 16'h0;
        end
        else begin
            case(state)
                s_idle: begin
                    if(en) begin
                        nodeID_buf <= 16'h0;
                    end
                    else begin
                        nodeID_buf <= nodeID_buf;
                    end
                end
                s_addnode: begin
                    nodeID_buf <= fSourceID;
                end
            default: nodeID_buf <= nodeID_buf;
            endcase
        end
    end
    always@(posedge clk) begin     
        if(!nrst) begin
            nodeHops_buf <= 16'h0;
        end
        else begin
            case(state)
                s_idle: begin
                    if(en) begin
                        nodeHops_buf <= 16'h0;
                    end
                    else begin
                        nodeHops_buf <= nodeHops_buf;
                    end
                end
                s_addnode: begin
                    nodeHops_buf <= fSourceHops;
                end
                s_updatenID: begin
                    nodeHops_buf <= fSourceHops;
                end
            default: nodeHops_buf <= nodeHops_buf;
            endcase
        end
    end
    always@(posedge clk) begin     
        if(!nrst) begin
            nodeClusterID_buf <= 16'h0;
        end
        else begin
            case(state)
                s_idle: begin 
                    if(en) begin
                        nodeClusterID_buf <= 16'h0;
                    end
                    else begin
                        nodeClusterID_buf <= nodeClusterID_buf;
                    end
                end
                s_addnode: begin
                    nodeClusterID_buf <= fClusterID;
                end
                s_updatenID: begin
                    nodeClusterID_buf <= fClusterID;
                end
                default: nodeClusterID_buf <= nodeClusterID_buf;
            endcase
        end
    end
    always@(posedge clk) begin     
        if(!nrst) begin
            nodeEnergy_buf <= 16'h0;
        end
        else begin
            case(state)
                s_idle: begin 
                    if(en) begin
                        nodeEnergy_buf <= 16'h0;
                    end
                    else begin
                        nodeEnergy_buf <= nodeEnergy_buf;
                    end
                end
                s_addnode: begin
                    nodeEnergy_buf <= fEnergyLeft;
                end
                s_updatenID: begin
                    nodeEnergy_buf <= fEnergyLeft;
                end
                default: nodeEnergy_buf <= nodeEnergy_buf;
            endcase
        end
    end
    always@(posedge clk) begin     
        if(!nrst) begin
            nodeQValue_buf <= 16'h0;
        end
        else begin
            case(state)
                s_idle: begin 
                    if(en) begin
                        nodeQValue_buf <= 16'h0;
                    end
                    else begin
                        nodeQValue_buf <= nodeQValue_buf;
                    end
                end
                s_addnode: begin
                    nodeQValue_buf <= fQValue;
                end
                s_updatenID: begin
                    nodeQValue_buf <= fQValue;
                end
                default: nodeQValue_buf <= nodeQValue_buf;
            endcase
        end
    end
    always@(posedge clk) begin     
        if(!nrst) begin
            neighborCount_buf <= 16'h0;
        end
        else begin
            case(state)
                s_idle: begin
                    if(en) begin
                        neighborCount_buf <= 16'h0;
                    end
                    else begin
                        neighborCount_buf <= neighborCount_buf;
                    end
                end
                s_addnode: begin
                    neighborCount_buf <= n + 1;
                end
                default: neighborCount_buf <= neighborCount_buf;
            endcase
        end
    end
    always@(posedge clk) begin     
        if(!nrst) begin
            n <= 16'h0;
        end
        else begin
            case(state)
                s_idle: begin
                    if(en) begin
                        n <= 16'h0;
                    end
                    else begin
                        n <= n;
                    end
                end
                s_checknID: begin
                    if(fSourceID == mSourceID) begin
                        n <= n;
                    end
                    else begin       
                        n <= n + 1;
                    end 
                end
                default: n <= n;
            endcase
        end
    end
    always@(posedge clk) begin     
        if(!nrst) begin
            k <= 16'h0;
        end
        else begin
            case(state)
                s_idle: begin
                    if(en) begin
                        k <= 16'h0;
                    end
                    else begin
                        k <= k;
                    end
                end
                s_incrementK: begin
                    k <= k + 1;
                end
                default: k <= k;
            endcase
        end
    end
    always@(posedge clk) begin     
        if(!nrst) begin
            done_buf <= 0;
        end
        else begin
            case(state)
                s_idle: begin
                    if(en) done_buf <= 0;
                    else done_buf <= 0;
                end
                s_update_done: begin
                    done_buf <= 1;
                end
                default: done_buf <= 0;
            endcase
        end
    end
    always@(posedge clk) begin     
        if(!nrst) begin
            wr_en_buf <= 0;
        end
        else begin
            case(state)
                s_addnode: begin
                    wr_en_buf <= 1;
                end
                s_updatenID: begin
                    wr_en_buf <= 1;
                end
                s_checkKCH: begin
                    wr_en_buf <= 1;
                end
                s_addKCH: begin
                    wr_en_buf <= 1;
                end
                s_incrementK: begin
                    wr_en_buf <= 0;
                end
                s_update_done: begin
                    wr_en_buf <= 0;
                end
                default: wr_en_buf <= 0;
            endcase
        end
    end
    always@(posedge clk) begin       
        if(!nrst) begin
            knownCH_buf <= 16'h0;
        end
        else begin
            case(state)
                s_idle: begin
                    if(en) begin
                        knownCH_buf <= 16'h0;
                    end
                    else begin
                        knownCH_buf <= knownCH_buf;
                    end
                end
                s_addKCH: begin
                    knownCH_buf <= fKnownCH;
                end
                default: knownCH_buf <= knownCH_buf;
            endcase
        end
    end
    assign nodeID = nodeID_buf;
    assign nodeHops = nodeHops_buf;
    assign nodeClusterID = nodeClusterID_buf;
    assign nodeEnergy = nodeEnergy_buf;
    assign nodeQValue = nodeQValue_buf;
    assign neighborCount = neighborCount_buf;
    assign done = done_buf;
    assign wr_en = wr_en_buf;
    assign knownCHCount = knownCHCount_buf;
    assign knownCH = knownCH_buf;
endmodule

==> run summary <==
impl run done, here's what came out: status=completed, CP arrival=roughly 3.6 ns, WS Path Type=input pin to register, required time of the critical path=between 5 and 6 ns, Cell area leaders=dfxtp_1 (46%), a22o_1 (11%), buf_4 (4.6%), Critical R2R Capture=nodeID_buf[9], sw power=approximately 560 uW, DP Area=about 0.0077 mm^2, Site Rows=approximately 68, grt total ovfl=0, ys cells=~530, Rel. slew slack=45.23%, clock share of power=50.5%, Final Hold Fails=0, Non-Filler Instances=~1.2k, r2r startpoint=state[0], Seq pwr share=a little over two fifths, r2r setup slk=2.90 ns, Final Util=roughly a quarter, Fmax=slightly above 300 MHz, first-pass GRT wire length=between 20000 and 30000 um, CTS Hold Buffers Added=0, Commonest Layout Cell=clkdlybuf4s50_1, initial drt markers=between 150 and 200, synthesized area per cell=about 10 um^2, Hold Worst Slack=~0.43 ns, # clock sinks=between 100 and 150, filler cell count=3747, total power=about 2.2 mW, CP Launch Type=input pin, main flop type=dfxtp_1, clock-pin transition on the worst setup and hold timing paths=approximately 0.060 ns, post-synthesis cell area=approximately 0.0053 mm^2, Area Growth Syn to Fin=57.79%, clock skew=between 0.006 and 0.007 ns, largest area contributor in the netlist=dfxtp_1, pin count of the biggest net entering global routing=about 68, CTS tree=done, Post-CTS Resized=0, min Tclk post-route=roughly 3.3 ns, P_int=around 1.6 mW, M1 GR Usage=about a tenth, comb. cell area=0.002506 mm^2, Max Slew Vio Count=0, RSZ-0062 raised after global routing=no, Num CTS Buffers=17, die height=slightly above 200 um, setup ws final=about 2 ns, GRT Total Usage=between 8 and 9%, H-Tree Level Count=4, Final period util=about three fifths, Yosys Chip Area=~0.0053 mm^2, Gate power share=between 7 and 8%, Diodes inserted=0, sequential area share after synthesis=between 40% and 50%, vias=roughly 4.5k, area of the die=~0.043 mm^2, setup violators final=0, I/O Pins=around 360, antenna violations before repair=0, Root Driver=clkbuf_16, Cell Type Count=roughly 45, Worst Tran Pin Value=a little over 0.8 ns, Final TNS setup=0 ns, critical path endpoint category=register, worst-skew pair later-pin latency=about 0.42 ns, post-route ant nets=0, Placed Cells=roughly 1.2k, switching share of total power=between 20% and 30%, Placement Setup Slack=between 1.5 and 2 ns, Max Fanout on Critical Path=20, vias in the first global route=about 4.8k, Top-area cell share=a little under half, hold depth=1, post-CTS setup buffer count=0, fraction of layout cells with a size suffix above 1=approximately 7.3%, WHS Endpoint=state[0], DR WL/cell=15.11 um, final RePlAce weighted congestion=roughly 0.76, WL final=18050 um, worst min path class=register to register, GRT met2 Usage=between 10% and 20%, DP HPWL=between 10000 and 15000 um, R2R depth=5, hold wc startpoint=state[1], core utilization at floorplan=approximately 15%, GR Util met3=3.947%, FF/Latch Area=~0.0024 mm^2, Post-synth EDFFs=0, Pwr per Cell Area=around 260 mW/mm^2, design area=slightly above 0.008 mm^2, yosys warning tally=17, CORE AREA=approximately 0.035 mm^2, most frequent cells in the layout=clkdlybuf4s50_1 (211), dfxtp_1 (121), a22o_1 (64), TritonRoute pass-1 iters=4, vias per cell=3.746, Max rail drop VDD=about 240 uV, I/O Buffers=around 210, Tool Warnings=~140, Static Leak=around 3.1 nW, Most Used Layer, Global Route=met2, Yosys reg bits=121, clock buffer depth=2, die width=approximately 210 um, cells after synthesis=approximately 530, max_cap viols=0, DRC Markers=0, ys async rst share=0%
==> sequential cells by signal, indices dropped and copies added (netlist names) <==
register,cells
nodeEnergy_buf,16
nodeID_buf,16
nodeHops_buf,16
nodeQValue_buf,16
nodeClusterID_buf,16
state,7
neighborCount_buf,16
n,16
done_buf,1
wr_en_buf,1
==> how the worst max path moves through the flow <==
| stage | cells past startpoint | end | from | slack, ns |
|---|---|---|---|---|
| 6_report | 6 | nodeID_buf[9] | en | 2.02 |
| 5_1_grt | 6 | nodeID_buf[13] | en | 1.83 |
| 4_1_cts | 6 | nodeID_buf[9] | en | 2.02 |
==> layout make-up <==
cell class	count	area share, %
sequential	121	29.23
timing repair buffer	218	26.09
tap	455	6.869
clock inverter	14	1.374
clock buffer	18	5.299
inverter	20	0.9058
multi-input combinational	349	30.24
==> Yosys cell counts (all sizes together), types with 2 or more instances <==
master and number:
dfxtp 121, a22o 64, buf 43, nor2b 34, a22oi 31, nand2 27
xor2 27, clkbuf 25, inv 20, ha 17, nand3 15, o21ai 13
nand4 11, nor2 8, nor4 8, mux2i 7, nor3 7, a21oi 6
nand2b 5, a21o 4, a31o 4, o21a 4, and2 3, nand3b 3
o211ai 3, xnor2 3, and3b 2
==> cell families (layout without fill, tap and decap cells) <==
| kind of cell | after synthesis | after routing | synth area share, % |
|---|---|---|---|
| adder cells (fa/ha/maj) | 17 | 17 | 4.049 |
| other | 1 | 32 | 0.07139 |
| AND/OR/NAND/NOR | 126 | 126 | 14.05 |
| multiplexers | 7 | 7 | 1.334 |
| buffers and inverters | 88 | 270 | 8.790 |
| XOR/XNOR | 30 | 30 | 5.003 |
| flip-flops | 121 | 121 | 46.12 |
| AND-OR/OR-AND | 137 | 137 | 20.58 |
==> power groups by stage <==
stage	clock (mW)	combinational [mW]	sequential, mW
CTS	1.15	0.173	0.914
global route	1.19	0.186	0.914
finish	1.11	0.169	0.914
==> critical path, stage by stage <==
cell and delay, ns:
clkdlybuf4s50_1 0.60, nand2b_1 0.68, and2_1 0.69, buf_4 0.35
a22oi_1 0.11, nor2b_1 0.13
==> layer usage <==
metal  wire length (um)  vias to the layer above
met3               1804                       11
met4                173                        0
met2               8152                      179
met5                  0                        -
li1                   -                     2231
met1               7922                     2055
Power figures rest on the tool's default switching activity, not on a simulated workload.

File: flow/config.mk
export PLATFORM = sky130hd
export DESIGN_NAME = QTUtestMBNodeID
export DESIGN_NICKNAME = QTUtestMBNodeID
export VERILOG_FILES = /design/flow/design.v
export SDC_FILE = /design/flow/constraint.sdc
export NUM_CORES = 4
export LEC_CHECK = 1
export CORE_UTILIZATION = 50
File: flow/design.v
`timescale 1ns / 1ps
module QTUtestMBNodeID(
    clk, nrst, en,
    fSourceID,  
    fKnownCH, fPacketType,
    mSourceID,  
    mNeighborCount, mKnownCH, mKnownCHCount,
    nodeID,  
    neighborCount, knownCH, knownCHCount, wr_en, done
);
    input                           clk, nrst, en;     
    input   [16-1:0]       fSourceID ;
    input   [16-1:0]       fKnownCH;  
    input   [2:0]                   fPacketType;
    input   [16-1:0]       mSourceID ;
    input   [16-1:0]       mNeighborCount;      
    input   [16-1:0]       mKnownCH;
    input   [16-1:0]       mKnownCHCount;
    output  [16-1:0]       nodeID ;
    output  [16-1:0]       neighborCount;
    output  [16-1:0]       knownCH;
    output  [16-1:0]       knownCHCount;
    output                          wr_en;
    output                          done;
    reg     [16-1:0]       nodeID_buf ;  
    reg     [16-1:0]       neighborCount_buf;           
    reg     [16-1:0]       n;       
    reg     [16-1:0]       k;       
    reg     [16-1:0]       knownCH_buf;
    reg     [16-1:0]       knownCHCount_buf;
    reg                             done_buf, wr_en_buf;
    reg                             found;   
    reg     [3:0]                   state;   
    reg     [16-1:0]       mSourceID_buf;
    memorybankNode    neighborIDbank(
        .clk        (clk        ),
        .wr_en      (wr_en      ),
        .index      (neighborCount),
        .data_in    (nodeID),
        .data_out   (mSourceID_buf)
    );
    parameter s_idle = 4'd0;         
    parameter s_checknCount = 4'd1;  
    parameter s_addnode = 4'd2;      
    parameter s_checknID = 4'd3;     
    parameter s_updatenID = 4'd4;    
    parameter s_checkKCH = 4'd5;     
    parameter s_addKCH = 4'd6;       
    parameter s_incrementK = 4'd7;   
    parameter s_update_done = 4'd8;  
    always@(posedge clk) begin     
        if(!nrst) begin
            state <= s_idle;
        end
        else begin
            case(state)
                s_idle: begin
                    if(en) begin
                        state <= s_checknCount;    
                    end
                    else begin
                        state <= s_idle;
                    end
                end
                s_checknCount: begin
                    if(n >= mNeighborCount) begin
                        state <= s_addnode;
                    end
                    else begin
                        state <= s_checknID;
                    end
                end
                s_addnode: begin
                    state <= s_checkKCH;
                end
                s_checknID: begin
                    if(fSourceID == mSourceID) begin
                        state <= s_updatenID;
                    end
                    else begin
                        state <= s_checknCount;
                    end
                end
                s_updatenID: begin
                    state <= s_checkKCH;
                end
                s_checkKCH: begin
                    if(k == knownCHCount) begin
                        state <= s_update_done;
                    end
                    else begin
                        state <= s_addKCH;
                    end
                end
                s_addKCH: begin
                    state <= s_incrementK;
                end
                s_incrementK: begin
                    state <= s_checkKCH;
                end
                s_update_done: begin
                    state <= s_idle;
                end
                default: state <= state;
            endcase
        end
    end
    always@(posedge clk) begin     
        if(!nrst) begin
            nodeID_buf <= 16'h0;
        end
        else begin
            case(state)
                s_idle: begin
                    if(en) begin
                        nodeID_buf <= 16'h0;
                    end
                    else begin
                        nodeID_buf <= nodeID_buf;
                    end
                end
                s_addnode: begin
                    nodeID_buf <= fSourceID;
                end
            default: nodeID_buf <= nodeID_buf;
            endcase
        end
    end
    always@(posedge clk) begin     
        if(!nrst) begin
            neighborCount_buf <= 16'h0;
        end
        else begin
            case(state)
                s_idle: begin
                    if(en) begin
                        neighborCount_buf <= 16'h0;
                    end
                    else begin
                        neighborCount_buf <= neighborCount_buf;
                    end
                end
                s_addnode: begin
                    neighborCount_buf <= n + 1;
                end
                default: neighborCount_buf <= neighborCount_buf;
            endcase
        end
    end
    always@(posedge clk) begin     
        if(!nrst) begin
            n <= 16'h0;
        end
        else begin
            case(state)
                s_idle: begin
                    if(en) begin
                        n <= 16'h0;
                    end
                    else begin
                        n <= n;
                    end
                end
                s_checknID: begin
                    if(fSourceID == mSourceID) begin
                        n <= n;
                    end
                    else begin       
                        n <= n + 1;
                    end 
                end
                default: n <= n;
            endcase
        end
    end
    always@(posedge clk) begin     
        if(!nrst) begin
            k <= 16'h0;
        end
        else begin
            case(state)
                s_idle: begin
                    if(en) begin
                        k <= 16'h0;
                    end
                    else begin
                        k <= k;
                    end
                end
                s_incrementK: begin
                    k <= k + 1;
                end
                default: k <= k;
            endcase
        end
    end
    always@(posedge clk) begin     
        if(!nrst) begin
            done_buf <= 0;
        end
        else begin
            case(state)
                s_idle: begin
                    if(en) done_buf <= 0;
                    else done_buf <= 0;
                end
                s_update_done: begin
                    done_buf <= 1;
                end
                default: done_buf <= 0;
            endcase
        end
    end
    always@(posedge clk) begin     
        if(!nrst) begin
            wr_en_buf <= 0;
        end
        else begin
            case(state)
                s_addnode: begin
                    wr_en_buf <= 1;
                end
                s_updatenID: begin
                    wr_en_buf <= 1;
                end
                s_checkKCH: begin
                    wr_en_buf <= 1;
                end
                s_addKCH: begin
                    wr_en_buf <= 1;
                end
                s_incrementK: begin
                    wr_en_buf <= 0;
                end
                s_update_done: begin
                    wr_en_buf <= 0;
                end
                default: wr_en_buf <= 0;
            endcase
        end
    end
    always@(posedge clk) begin       
        if(!nrst) begin
            knownCH_buf <= 16'h0;
        end
        else begin
            case(state)
                s_idle: begin
                    if(en) begin
                        knownCH_buf <= 16'h0;
                    end
                    else begin
                        knownCH_buf <= knownCH_buf;
                    end
                end
                s_addKCH: begin
                    knownCH_buf <= fKnownCH;
                end
                default: knownCH_buf <= knownCH_buf;
            endcase
        end
    end
    assign nodeID = nodeID_buf;
    assign neighborCount = neighborCount_buf;
    assign done = done_buf;
    assign wr_en = wr_en_buf;
    assign knownCHCount = knownCHCount_buf;
    assign knownCH = knownCH_buf;
    assign mSourceID = mSourceID_buf;
endmodule
`timescale 1ns / 1ps
module memorybankNode(
    clk, wr_en, index, data_in, data_out
);
    input                           clk, wr_en;
    input   [16-1:0]       index;
    input   [16-1:0]       data_in;
    output  [16-1:0]       data_out;
    reg [8-1:0] memory [0:64-1];
    integer i;
    initial begin
        for(i=0;i<64;i=i+1) begin
            memory[i] = 0;
        end
    end
    reg [16-1:0] data_out_buf;
    always@(*)
        data_out_buf <= {memory[index], memory[index+1]};
    always@(posedge clk) begin
        if(wr_en) begin
            memory[index] <= data_in[15:8];
            memory[index+1] <= data_in[7:0];
        end
    end
    assign data_out = data_out_buf;
endmodule
File: flow/run.sh
#!/bin/bash
# OpenROAD 26Q1-2900-gdf79404cd8, Yosys 0.63+post, stock flow scripts
make -C /OpenROAD-flow-scripts/flow DESIGN_CONFIG=/design/flow/config.mk WORK_HOME=/design/flow/orfs finish
File: flow/constraint.sdc
current_design QTUtestMBNodeID

set clk_period 18.2
set clk_io_pct 0.2

create_clock -name clk0 -period $clk_period [get_ports {clk}]

set non_clock_inputs [all_inputs -no_clocks]
set_input_delay [expr $clk_period * $clk_io_pct] -clock clk0 $non_clock_inputs
set_output_delay [expr $clk_period * $clk_io_pct] -clock clk0 [all_outputs]
==> impl_metrics.yaml <==
# physical design summary
outcome:
  status: "did not finish"
  stop_stage: "synthesis"
  error: "ERROR: Found 3 problems in 'check -assert'."
logic_synthesis:
  yosysTopAreaCellShare: 0.434
  synth_area_leader_cell: "edfxtp_1"
  synth.most_common_cell: "mux2_2"
  yosysSeqAreaShare: 0.470
  ys_cells: 2727
  ys_types: 81
  synth_flops: 575
  edf_count: 512
  top_cells_by_area: "edfxtp_1, mux2_2, mux4_2"
  yosys.area_share.adder: 0.00636
  flop_cell: "edfxtp_1"
  synthAoiAreaFrac: 0.0691
  simple_gate_share: 0.0714
  synth_chip_area_um2: 35400
  top_logic_kind: "multiplexers"
  ys_sh_xor: 0.0101
  synthTopCellsByCount: "mux2_2, edfxtp_1, mux2i_1, nand2_1, clkbuf_1"
  async_reset_ff_frac: 0
  synthMuxAreaShare: 0.326
  yosysWarnings: 2
-- logic make-up after synthesis --
group	Yosys count
AND/OR/NAND/NOR	518
AND-OR/OR-AND	346
multiplexers	898
adder cells (fa/ha/maj)	18
XOR/XNOR	37
other	1
buffers and inverters	334
flip-flops	575

### design/flow/design.v
`timescale  1ns/1ps
module memorybankCandidate(
    clk, wr_en, index, data_in, data_out
);
    input                           clk, wr_en;
    input   [16-1:0]       index;
    input   [16-1:0]       data_in;
    output  [16-1:0]       data_out;
    reg [8-1:0] memory [0:16-1];
    integer i;
    initial begin
        for(i=0;i<16;i=i+1) begin
            memory[i] = 0;
        end
    end
    reg [16-1:0] data_out_buf;
    always@(*)
        data_out_buf <= {memory[index], memory[index+1]};
    assign data_out = data_out_buf;
    always@(posedge clk) begin
        if(wr_en) begin
            memory[index] <= data_in[15:8];
            memory[index+1] <= data_in[7:0];
        end
    end
endmodule
### design/flow/run.sh
#!/bin/bash
# OpenROAD 26Q1-2900-gdf79404cd8, Yosys 0.63+post, stock flow scripts
make -C /OpenROAD-flow-scripts/flow DESIGN_CONFIG=/design/flow/config.mk WORK_HOME=/design/flow/orfs finish
### design/flow/config.mk
export PLATFORM = sky130hd
export DESIGN_NAME = memorybankCandidate
export DESIGN_NICKNAME = memorybankCandidate
export VERILOG_FILES = /design/flow/design.v
export SDC_FILE = /design/flow/constraint.sdc
export NUM_CORES = 4
export LEC_CHECK = 1
export CORE_UTILIZATION = 50
### design/flow/constraint.sdc
current_design memorybankCandidate

set clk_period 4.9
set clk_io_pct 0.2

create_clock -name clk0 -period $clk_period [get_ports {clk}]

set non_clock_inputs [all_inputs -no_clocks]
set_input_delay [expr $clk_period * $clk_io_pct] -clock clk0 $non_clock_inputs
set_output_delay [expr $clk_period * $clk_io_pct] -clock clk0 [all_outputs]
==> out/highlights.md <==
## Timing
- total negative slack: 0 ns
- number of setup violations in the final report: 0
- Least-Margin Pin Slew: 0.819 ns
- Achievable Freq: 225 MHz
- final worst-path cycle share: 0.906
- final count of pins violating max slew: 0
- min cycle time layout: 4.44 ns
- worst slew slack as a fraction of its limit: 0.452
- Final Hold Violating Endpoints: 0
- setup repair after global routing missed its margin: no

## Yosys
- Logic family by area: multiplexers
- cell area after synthesis: 0.00790 mm^2
- area share of the largest cell type after synthesis: 0.487
- Synth Area in Simple Gates: 0.0393
- cell type with the highest aggregate area in the netlist: sky130_fd_sc_hd__edfxtp_1
- multiplexer fraction of the synthesized cell area: 0.369
- number of distinct library cells after synthesis: 39
- flops out of synthesis: 128
- Complex Gates by Area: 0.0626
- arithmetic-cell share of the synthesized area counting full adders, half adders and majority gates: 0.00792
- Primary FF master, synth: sky130_fd_sc_hd__edfxtp_1
- cell count after synthesis: 503
- ranking of synthesized cells by area: sky130_fd_sc_hd__edfxtp_1 49%, sky130_fd_sc_hd__mux4_2 18%, sky130_fd_sc_hd__mux2_2 16%
- async set-or-reset flop fraction in the synthesized netlist: 0
- number of enable flip-flop cells: 128
- XORs/XNORs by Area: 0
- total number of yosys warnings: 1
- chip area estimate from yosys synthesis: 0.00790 mm^2
- mean area per synthesized cell: 15.7 um^2
- cells in synth_stat.txt: 503
- sequential area share after synthesis: 0.487

## GRT
- global routing met3 resource utilization: 0.123
- largest net degree at the start of global routing: 71
- number of antenna violations at the first check in global routing: 1
- layer with the highest usage after global routing: met1
- total routing resource utilization after global routing: 0.310
- met1 Usage GRT: 0.472
- GR Overflow Total: 0
- first-pass GRT wire length: 32.7 mm
- met2 layer usage reported by global route: 0.468
- number of global-route vias before repair: 5126

## Power
- maximum vdd ir drop: 237 uV
- ratio of total power to cell area: 320 mW/mm^2
- standby leakage power: 2.92 nW

## Clock tree
- TritonCTS sink count: 128
- root buffer cell: sky130_fd_sc_hd__clkbuf_16
- number of buffers added by the clock tree synthesis step: 17
- Worst-path clk slew: 0.06 ns
- H-tree levels: 4
- buffers from clock root to sink, at most: 2
- setup repair bufs after CTS: 0
- CTS tree: done
- CTS-repair resized insts: 0
- total of hold buffers inserted after clock tree synthesis: 0

## Floorplan
- Core Area: 0.0153 mm^2
- Top-Level Pins: 50
- horizontal die size: 128 um
- FP Util: 0.516
- DIE HEIGHT: 128 um
- die footprint: 0.0163 mm^2
- Std-Cell Rows: 45

## Place
- total placed instance area: 0.00846 mm^2
- Port Buffer Count: 37
- Final Wtd Congestion: 0.974
- DP HPWL: 14.1 mm

## Layout
- final std cell area, no fill: 0.00900 mm^2
- fraction of layout instances using a drive strength above 1: 0.470
- number of fillers in the final layout: 1182
- flip-flop count of the largest register, all copies and words added: 128
- combined flip-flop and latch cell area: 0.00384 mm^2
- registers with the highest flip-flop counts: memory (128)
- combinational gate area: 0.00378 mm^2
- top register by number of flip-flops: memory
- area delta synth->final: 13.9%
- utilization after layout: 0.587

## Job
- max capacitance violation total: 0
- total tool warning count: 41

## Route
- routed vias: 4803
- drt pass-1 iters: 5
- number of antenna-violating nets in the routed design: 0
- wire length reported by the detailed router: 21.7 mm
- remaining design rule violation count: 0
- DRC marker count from the first detailed-route iteration: 197
- Via density: 6.37
- routed wirelength normalized by instance count: 28.7 um

## Hold path
- terminating pin of the worst hold path: memory[4][6]$_DFFE_PP_
- origin of the worst min-delay path: index[0]
- Hold Path Cell Cnt: 4
- type of the most critical hold path: primary input to flip-flop

## Worst setup path
- category of the worst setup path launch point: primary input
- Arrival @ worst endpoint: 3.46 ns
- start point of the critical path: index[3]
- crit path max fanout: 13
- Data required, critical path: 3.92 ns
- Crit Path Class: primary input to output port
- crit path capture type: output port

## Status
- outcome: finished clean

## critical path, stage by stage
cell and delay [ns]:
sky130_fd_sc_hd__clkdlybuf4s50_1 0.70, sky130_fd_sc_hd__nand2b_1 0.16, sky130_fd_sc_hd__nor2_1 0.64, sky130_fd_sc_hd__o21ai_0 0.33, sky130_fd_sc_hd__nand4_1 0.18, sky130_fd_sc_hd__clkdlybuf4s50_1 0.46
## stage by stage
step	setup slack, ns	cells	total power, mW	hold slack [ns]
detailed placement	0.501	724	1.73	1.91
CTS	0.498	753	2.89	1.49
global route	0.327	753	2.98	1.53
finish	0.460	754	2.88	1.51
floorplan	0.559	503	1.56	1.18
global placement	0.611	724	1.73	1.92
## kinds of logic after synthesis
logic type / after synthesis
AND/OR/NAND/NOR: 60
flip-flops: 128
multiplexers: 192
buffers and inverters: 53
AND-OR/OR-AND: 65
adder cells (fa/ha/maj): 5
## synth_stat cells (2+ instances only)
cell type	count
sky130_fd_sc_hd__clkbuf_1	21
sky130_fd_sc_hd__nand2_1	30
sky130_fd_sc_hd__mux2_1	8
sky130_fd_sc_hd__o21bai_1	3
sky130_fd_sc_hd__mux4_2	64
sky130_fd_sc_hd__nand4_1	8
sky130_fd_sc_hd__mux2_4	8
sky130_fd_sc_hd__inv_1	2
sky130_fd_sc_hd__buf_6	4
sky130_fd_sc_hd__a21oi_2	5
sky130_fd_sc_hd__o21bai_2	4
sky130_fd_sc_hd__ha_1	5
sky130_fd_sc_hd__edfxtp_1	128
sky130_fd_sc_hd__a31o_2	6
sky130_fd_sc_hd__o21ai_0	21
sky130_fd_sc_hd__mux2_2	112
sky130_fd_sc_hd__a21boi_0	2
sky130_fd_sc_hd__nor2b_1	11
sky130_fd_sc_hd__a22oi_1	18
sky130_fd_sc_hd__buf_4	6
sky130_fd_sc_hd__buf_2	19
## power by group
| group | internal (mW) | total [mW] | switching (mW) |
|---|---|---|---|
| registers | 1.26 | 1.28 | 0.0186 |
| clock network | 0.728 | 1.16 | 0.436 |
| logic | 0.220 | 0.438 | 0.217 |
| total | 2.21 | 2.88 | 0.672 |
## placed cells by master (no fill, tap or decap), drive strengths merged
| master | count |
|---|---|
| clkbuf | 19 |
| mux4 | 64 |
| and3b | 1 |
| nand2b | 1 |
| or2 | 1 |
| nand2 | 31 |
| a21bo | 1 |
| clkinv | 7 |
| ha | 5 |
| nand3b | 1 |
| o32ai | 1 |
| o21bai | 7 |
| inv | 2 |
| diode | 1 |
| o21ai | 22 |
| a21oi | 5 |
| edfxtp | 128 |
| nor2b | 12 |
| a21boi | 4 |
| a22oi | 18 |
| and2 | 2 |
| a31o | 6 |
| nor2 | 2 |
| clkinvlp | 1 |
| mux2 | 128 |
| nand4 | 8 |
| buf | 26 |
| clkdlybuf4s50 | 35 |
| bufinv | 2 |
| and2b | 1 |
| a32o | 1 |
## how the worst max path moves through the flow
| stage | end | slack, ns |
|---|---|---|
| 4_1_cts | data_out[1] | 0.50 |
| 5_1_grt | data_out[4] | 0.33 |
| 6_report | data_out[1] | 0.46 |
## final cells by class
type / count / share of cell area
sequential: 128 / 0.427
multi-input combinational: 322 / 0.420
timing repair buffer: 61 / 0.0631
clock buffer: 19 / 0.0481
tap: 211 / 0.0293
clock inverter: 10 / 0.0108
inverter: 2 / 0.000834
antenna: 1 / 0.000278
## metal layers
| metal | share of wire | vias up |
|---|---|---|
| li1 | - | 2105 |
| met1 | 0.41 | 2488 |
| met2 | 0.48 | 189 |
| met3 | 0.093 | 21 |
| met4 | 0.022 | 0 |
| met5 | 0 | - |
Power and IR drop assume default switching activity.
